==> ./design.v <==
module enemy_key (input  logic Clk,
					 input  logic A_Clk,
					 input  logic Reset,
					 input  logic [7:0] key, 
					 input  logic [9:0] HeroX,
					 input  logic [9:0] eX,
					 input  logic [7:0] HeroK,
					 input  logic [6:0] HeroS,
					 input  logic [6:0] EnemyS,
					 output logic [7:0] keycode,
					 output int 	HH, 
					 output int 	HE,
					 output logic DEATHH_sig,
					 output logic DEATHE_sig
					 );
	 enum logic [5:0] {STAND, FIGHT, WALK, RUN, PUNCH, KICK, VICTORY, DEATH, REVERENCE,
	 SWITCH0_0, SWITCH0_1, SWITCH0_2, SWITCH0_3, SWITCH0_4, SWITCH1_0, SWITCH1_1, SWITCH1_2, SWITCH1_3, SWITCH1_4,
	 WALK1, WALK2, WALK3, WALK4, WALK5, WALK6, WALK7, WALK8, WALK9, RUN1, RUN2, RUN3, RUN4, RUN5, RUN6, RUN7, RUN8,
	 RUN9, REVERENCE1, REVERENCE2, REVERENCE3, REVERENCE4, REVERENCE5, PUNCH1, PUNCH2, PUNCH3, PUNCH4, PUNCH5,
	 PUNCH6, PUNCH7, PUNCH8, PUNCH9, PUNCH10, KICK1, KICK2, KICK3, KICK4, VICTORY1, DEATH1, DEATH2, DEATH3, DEATH4
	 }		curr_state, next_state;  
	 logic clkdiv0, clkdiv1, clkdiv2, clkdiv3, clkdiv4, clkdiv5, clkdiv6, clkdiv7, clkdiv8, clkdiv9, clkdiv10, clkdiv11, clkdiv12;
	 logic [7:0] COUNT, DECIDER;
	 int HeroXint, eXint;
	 assign HeroXint=HeroX;
	 assign eXint=eX;
	 always_ff @ (posedge A_Clk)
    begin 
        clkdiv0 <= ~ (clkdiv0);
    end
	 always_ff @ (posedge clkdiv0)
    begin 
        clkdiv1 <= ~ (clkdiv1);
    end
    always_ff @ (posedge clkdiv1)  
    begin
		  if(Reset)
					DEATHH_sig<=1'b0;
		  else if ( 60>(eXint-HeroXint) && 10<(eXint-HeroXint) && (EnemyS==PUNCH || EnemyS==KICK) )
					begin
					HH<=HH+1;
					if(HH >= 19)
						DEATHH_sig<=1'b1;
					end
			else
				DEATHH_sig<=DEATHH_sig;
	 end
    always_ff @ (posedge clkdiv1)  
    begin
		  if(Reset)
					begin
					DEATHE_sig<=1'b0;
					end
		  else if((EnemyS==DEATH4) || (HeroS==DEATH4))
					keycode<=8'h00;
		  else if ( 10>(eXint-HeroXint) && !(EnemyS==DEATH4))
					begin
					keycode<=8'h07;
					end
		  else if ( 60>(eXint-HeroXint) && 10<(eXint-HeroXint) && (HeroS==PUNCH || HeroS==KICK) )
					begin
					HE<=HE+1;
					if(HE >= 19)
						DEATHE_sig<=1'b1;
					end
		  else if( (60>(eXint-HeroXint)) && (0<(eXint-HeroXint)) )
		  begin
				COUNT<=COUNT+1;
				DECIDER<=COUNT%4;
				case (DECIDER)
				8'h00 : begin
							  keycode <= 8'h56;
						  end
				8'h01 : begin
					        keycode <= 8'h04;
						  end
				8'h02 : begin
					        keycode <= 8'h07;
							  COUNT<=COUNT-1;
						  end
				8'h03 : begin
							  keycode <= 8'h57;
							  COUNT<=COUNT-2;
						  end
				endcase
		  end
		  else if ( (HeroXint<150) && (eXint>600) )
				begin
				keycode<=8'h04;
				end
        else if ( (HeroXint>320) && (80<(eXint-HeroXint)) )
				begin
				keycode<=8'h04;
				end
		  else if ( (HeroXint<160) && (HeroS==REVERENCE1 || HeroS==REVERENCE2 || HeroS==REVERENCE3 || HeroS==REVERENCE4 || HeroS==REVERENCE5) )
				begin
				keycode<=8'h58;
				end
		  else if ( (HeroXint<150) )
			begin
				keycode<=8'h54;
			end
        else
			begin
				keycode<=8'h55;
			end
    end
endmodule
==> ./run.sh <==
#!/bin/bash
# OpenROAD 26Q1-2900-gdf79404cd8, Yosys 0.63+post, stock flow scripts
make -C /OpenROAD-flow-scripts/flow DESIGN_CONFIG=/design/flow/config.mk WORK_HOME=/design/flow/orfs finish
==> ./config.mk <==
export PLATFORM = sky130hd
export DESIGN_NAME = enemy_key
export DESIGN_NICKNAME = enemy_key
export VERILOG_FILES = /design/flow/design.v
export SDC_FILE = /design/flow/constraint.sdc
export NUM_CORES = 4
export LEC_CHECK = 1
export CORE_UTILIZATION = 40
==> ./constraint.sdc <==
current_design enemy_key

set clk_period 1.0
set clk_io_pct 0.2

create_clock -name clk0 -period $clk_period [get_ports {A_Clk}]

set non_clock_inputs [all_inputs -no_clocks]
set_input_delay [expr $clk_period * $clk_io_pct] -clock clk0 $non_clock_inputs
set_output_delay [expr $clk_period * $clk_io_pct] -clock clk0 [all_outputs]
==> metrics.cfg <==
[setup_path]
crit_path_end_kind=flop
worst-r2r-cell-count=1
arrival_ps=340
slowest_stage=dfxtp_1
crit_required_ps=890
start_kind=flop
crit_family=flip-flops
crit_cells=1
slowest_delay_ps=300
worst-path-buf-inv=1
crit_fanout=2
path_class=reg -> reg
crit_chain=inv_1

[pwr]
vdd_ir_drop_max_mv=0.1861
finalPower_mw=0.8184
p_leak_nw=1.986
switching_power_mw=0.3910
seq_power_share_pct=6.1
p_int_mw=0.4273
power_frac_clock_pct=0
powerDensity_nw_per_um2=138.5
combPwrFrac_pct=93.9
switching_share_pct=47.78

[clocking]
ctsHoldBuffers=0
cts.clk_slew.worst_paths_ps=0
cts_resized=0
postCtsSetupBuffers=0
insertion_delay_ps=0

[place]
port_buffers=107
dp_hpwl_um=7664
dp_cells=694
postPlaceCellArea_um2=5911
globalplace.congestion=0.8252

[floorplan]
fp_util_pct=40.99
num_rows=39
die_w_um=110.2
dieArea_um2=12140
die_h_um=110.2
pin_count=127
core-area_um2=11420

[finish]
layout.area.comb_um2=2260
area_delta_synth_final_pct=26.28
fin_area_um2=5911
drive_above_1_share_pct=3.448
final_cell_mix=clkdlybuf4s50_1 (107), edfxtp_1 (73), nor2_1 (45)
seq_area_um2=2273
nFillCells=1035
layoutNonFillerInstCount=694
lay_top_count=clkdlybuf4s50_1
final_util_pct=51.76

[synthesis]
postSynth.asyncResetShare_pct=0
syn_area_um2=4681
yosys_register_bits=77
yosysChipArea_um2=4681
yosys_warnings=1
synth_top_area_share_pct=46.83
top_cells_by_area=edfxtp_1 (47%), xnor2_1 (7.7%), xor2_1 (5.2%), ha_1 (4.3%), nor2_1 (3.6%)
ys_seq_share_pct=48.54
syn_area_per_cell_um2=10.47
syn_inst=447
synth_stat.cells=447
top_area_cell=edfxtp_1
dominantRegCellSynth=edfxtp_1
edf_count=73
synth_cell_types=65

[final_timing]
rsz0062_at_grt=false
relSlewSlack_pct=53.51
tns_ps=0
drv_slew=0
unclocked_pins=76
clock.fmax_ghz=2.241
tightest_slew_ps=694.3
final_hold_viol_count=0
finalSetupViolations=0
fin_worst_skew_ps=0
period_minus_slack_ps=446.3
untimed_endpoints=221
finalCritPeriodShare_pct=44.63

[routing]
viasPerCell=5.249
ant_nets=0
num_vias=3643
drcViolationCount=0
wire_per_inst_um=14.27
routed_wl_um=9900
antennaDiodeCount=0
dr.pass1.iters=4
drt_iter0_markers=194

[global_routing]
grt-ovfl-total=0
grt_pass1_wl_um=16320
grt_max_degree=55
grt_pass1_vias=3407
grt_antenna_before_repair=0
grt.total_usage_pct=17.51

[hold_path]
hold_depth=1
min_path_type=reg -> reg

[job]
warnings=48
drv_cap=0

[outcome]
status=finished, final reports clean

## flip-flops by register name, summed over array words and instances, names as in the netlist
register and cells:
HE 32, HH 32, keycode 5, COUNT 2, DECIDER 2, DEATHE_sig 1, DEATHH_sig 1, clkdiv0 1
clkdiv1 1
## worst paths after layout
check / start / to / slack (ps)
hold reg to reg: clkdiv0 / clkdiv0 / 360
setup reg to reg: clkdiv0 / clkdiv0 / 550
setup / recovery: clkdiv0 / clkdiv0 / 550
hold / removal: clkdiv0 / clkdiv0 / 360
## cells in the mapped netlist, types with 2 or more instances
cell type / n
a21o_1: 3
a21oi_1: 13
a31oi_1: 4
a41oi_1: 2
and3_1: 12
and3_2: 3
and4_1: 5
buf_4: 3
dfxtp_1: 4
edfxtp_1: 73
ha_1: 16
inv_1: 28
mux2i_1: 2
nand2_1: 38
nand2b_1: 2
nand3_1: 19
nand4_1: 14
nand4b_1: 2
nor2_1: 45
nor3_1: 8
nor3b_1: 2
nor4_1: 14
o211ai_1: 2
o21a_1: 4
o21ai_0: 11
o21bai_1: 2
o31a_1: 2
o31ai_1: 3
o41ai_1: 2
or2_2: 2
or3_1: 4
or4_1: 3
xnor2_1: 41
xor2_1: 28
## cell families (layout without fill, tap and decap cells)
| family | Yosys count | count (layout) | synth area share, % |
|---|---|---|---|
| compound gates | 61 | 61 | 9.089 |
| xor+xnor | 69 | 69 | 12.91 |
| fa+ha+maj | 17 | 17 | 4.705 |
| buf+inv | 35 | 138 | 3.368 |
| flops | 77 | 77 | 48.54 |
| mux | 2 | 2 | 0.4277 |
| other cells | 1 | 2 | 0.08012 |
| simple gates | 185 | 185 | 20.88 |
## final cells by class
class	instances	area share [%]
Sequential cell	77	38.46
Multi-Input combinational cell	336	38.23
Timing Repair Buffer	110	18.50
Tap cell	143	3.027
Inverter	28	1.778
## power by group through the flow
stage / clock network [mW] / logic, mW / registers [mW]
4_1_cts: 0 / 0.767 / 0.0497
5_1_grt: 0 / 0.860 / 0.0497
6_report: 0 / 0.769 / 0.0497
## per-stage QoR
| stage | setup slack [ps] | hold slack (ps) |
|---|---|---|
| 6_report | 553.7 | 357.8 |
| 3_5_place_dp | 549.3 | 361.3 |
| 2_1_floorplan | 564.2 | 349.6 |
| 4_1_cts | 548.1 | 362.2 |
| 3_3_place_gp | 551.0 | 360.7 |
| 5_1_grt | 535.1 | 371.4 |
## per-layer routing
| layer | part of all wire (%) | track usage (%) | routed length, um |
|---|---|---|---|
| met5 | 0 | 0 | 0 |
| met4 | 0 | 0 | 0 |
| met3 | 4.6 | 1.977 | 459 |
| met2 | 45 | 27.14 | 4427 |
| met1 | 51 | 29.98 | 5013 |
Power figures rest on the tool's default switching activity, not on a simulated workload.
