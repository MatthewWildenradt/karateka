$ cat config.mk
export PLATFORM = sky130hd
export DESIGN_NAME = ball
export DESIGN_NICKNAME = ball
export VERILOG_FILES = /design/flow/design.v
export SDC_FILE = /design/flow/constraint.sdc
export NUM_CORES = 4
export LEC_CHECK = 1
export CORE_UTILIZATION = 30
$ cat constraint.sdc
current_design ball

set clk_period 5.1
set clk_io_pct 0.2

create_clock -name clk0 -period $clk_period [get_ports {frame_clk}]

set non_clock_inputs [all_inputs -no_clocks]
set_input_delay [expr $clk_period * $clk_io_pct] -clock clk0 $non_clock_inputs
set_output_delay [expr $clk_period * $clk_io_pct] -clock clk0 [all_outputs]
$ cat design.v
module  ball ( input Reset, frame_clk,
					input [7:0] keycode,
					input [6:0] HeroS,
               output [9:0]  BallX, BallY, BallS,
					output HeroX_Motion_Sign,
					output int HeroX_Motion);
    logic [9:0] Ball_X_Pos, Ball_X_Motion, Ball_Y_Pos, Ball_Y_Motion, Ball_Size;
    parameter [9:0] Ball_X_Center= 100;   
    parameter [9:0] Ball_Y_Center= 380;   
    parameter [9:0] Ball_X_Min=0;        
    parameter [9:0] Ball_X_Max=639;      
    parameter [9:0] Ball_Y_Min=0;        
    parameter [9:0] Ball_Y_Max=479;      
    parameter [9:0] Ball_X_Step=1;       
    parameter [9:0] Ball_Y_Step=1;       
    assign Ball_Size = 30;   
    always_ff @ (posedge Reset or posedge frame_clk )
    begin: Move_Ball
        if (Reset)   
        begin 
            Ball_Y_Motion <= 10'd0;  
				Ball_X_Motion <= 10'd0;  
				Ball_Y_Pos <= Ball_Y_Center;
				Ball_X_Pos <= Ball_X_Center;
        end
        else 
        begin 
				 if ( (Ball_Y_Pos + Ball_Size) >= Ball_Y_Max )   
					  Ball_Y_Motion <= (~ (Ball_Y_Step) + 1'b1);   
				 else if ( (Ball_Y_Pos - Ball_Size) <= Ball_Y_Min )   
					  Ball_Y_Motion <= Ball_Y_Step;
				  else if ( (Ball_X_Pos + Ball_Size) >= Ball_X_Max )   
					  Ball_X_Motion <= (~ (Ball_X_Step) + 1'b1);   
				 else if ( (Ball_X_Pos - Ball_Size) <= Ball_X_Min )   
					  Ball_X_Motion <= Ball_X_Step;
				 else 
				 begin
					  Ball_Y_Motion <= Ball_Y_Motion;   
				 case (keycode)
					8'h04 : begin
								Ball_X_Motion <= -1; 
								HeroX_Motion <= -1;
								HeroX_Motion_Sign <= 1;
								Ball_Y_Motion<= 0;
							  end
					8'h07 : begin
								Ball_X_Motion <= 1; 
							   HeroX_Motion <= 1;
							   HeroX_Motion_Sign <= 0;
							   Ball_Y_Motion <= 0;
							  end
					default: begin
							  Ball_Y_Motion <= 0;
							  HeroX_Motion <= 0;
							  HeroX_Motion_Sign <= 0;
							  Ball_X_Motion <= 0;
							 end
			   endcase
				end 
				 Ball_Y_Pos <= (Ball_Y_Pos + Ball_Y_Motion);   
				 Ball_X_Pos <= (Ball_X_Pos + Ball_X_Motion);
		end  
    end
    assign BallX = Ball_X_Pos;
    assign BallY = Ball_Y_Pos;
    assign BallS = Ball_Size;
endmodule
$ cat run.sh
#!/bin/bash
# OpenROAD 26Q1-2900-gdf79404cd8, Yosys 0.63+post, stock flow scripts
make -C /OpenROAD-flow-scripts/flow DESIGN_CONFIG=/design/flow/config.mk WORK_HOME=/design/flow/orfs finish
==> impl_metrics.json <==
{
  "run_status": "finished clean",
  "adder_share_pct": 12.3,
  "common_cells": "buf_4, ha_1, nor2_1",
  "top_area_cell": "dfrtp_1",
  "layout_min_cycle_time_ns": 2.74,
  "instances_no_fill": 418,
  "fp.dieW_microns": 94.5,
  "tool_warnings": 34,
  "end_kind": "output pin",
  "hold_viol": 0,
  "holdBufCountCts": 0,
  "antenna_left": 0,
  "area_leaders": "dfrtp_1, buf_4, ha_1",
  "p_leak_nw": 1.31,
  "yosys_most_used_dff": "dfrtp_1",
  "antenna_found_initial": 0,
  "synth_area_sq_um": 2570,
  "min_from": "Ball_Y_Motion[0]$_DFFE_PP0P_",
  "clock_latency_ns": 0.28,
  "cts_tree": "built",
  "async_flop_share_pct": 88.9,
  "io_pins": 80,
  "grt_pass1_vias": 1738,
  "fin_tns_setup_ns": 0,
  "critical_path.max_stage_delay_ns": 0.84,
  "crit_required_ns": 4.08,
  "synthAoiAreaFrac_pct": 16.7,
  "drv_slew": 0,
  "drt-pass1-iter-count": 4,
  "grt-ovfl-total": 0,
  "clock_path_buffers": 2,
  "synthXorXnorAreaFrac_pct": 6.82,
  "initialDrtViolationCount": 53,
  "fin_skew_ns": 0.00458,
  "synth.area.mux_share_pct": 1.36,
  "io_buffers": 62,
  "via_per_inst": 4.82,
  "synth-edff-count": 3,
  "worstMarginPinSlew_ns": 0.741,
  "grt_pass1_wl_microns": 8480,
  "crit_chain": "clkdlybuf4s50_1",
  "cts_resized": 0,
  "startpoint": "HeroX_Motion[30]$_DFFE_PP_",
  "yosysUniqueCellTypes": 63,
  "hold_slack_ns": 0.510,
  "ys.flops": 27,
  "areaGrowthSynthToFinish_pct": 20.0,
  "crit_fanout": 31,
  "cts-root-buf": "clkbuf_8",
  "die_h_microns": 94.5,
  "worst_hold_path_type": "reg -> reg",
  "cap_violations": 0,
  "seq_area_sq_um": 702,
  "vias": 2015,
  "startpoint_type": "register",
  "yosysWarnings": 4,
  "crit_family": "flip-flops",
  "finalSetupViolCount": 0,
  "logic_family": "simple AND/OR/NAND/NOR gates",
  "drc": 0,
  "wire_per_inst_microns": 12.1,
  "ys_cells": 281,
  "simple_gate_area_share_pct": 20.3,
  "drive_above_1_share_pct": 8.95,
  "cts.clk_slew.worst_paths_ns": 0.09,
  "fp-utilization_pct": 31.1,
  "grt_usage_pct": 12.0,
  "worstSetupPathType": "reg -> out",
  "dieArea_sq_um": 8930,
  "numCtsBuffers": 3,
  "grt_max_degree": 32,
  "logic_area_sq_um": 1510,
  "htreeDepth": 1,
  "place_hpwl_microns": 4000,
  "critPathBufInv": 1,
  "fillers": 832,
  "powerDensity_nw_per_um2": 204,
  "peakVddDrop_mv": 0.181,
  "crit_slowest_cell": "edfxtp_1",
  "yosysMostFrequentCell": "buf_4",
  "ys_area_sq_um": 2570,
  "netlist_instances": 281,
  "top_area_share_pct": 14.6,
  "post-cts-setup-buffers": 0,
  "synth_seq_share_pct": 27.3,
  "reg2reg_from": "Ball_Y_Pos[1]$_DFF_PP0_",
  "rsz0062_at_grt": "false",
  "n_antenna_cell": 0,
  "fmax_mhz": 365,
  "slew_headroom_pct": 50.6,
  "routabilityCongestion": 0.897,
  "routed_wl_microns": 5080,
  "cp.arrival_ns": 1.72,
  "clkSinkCount": 27,
  "postSynthAreaPerCell_sq_um": 9.14,
  "dp_cells": 414,
  "fp.coreArea_sq_um": 8260,
  "period_used_pct": 53.7,
  "num_rows": 33
}
## stage by stage
step | setup slack, ns | cell area, sq um | total power [mW] | utilization, %
floorplan | 2.70 | 2600 | 0.417 | -
global placement | 2.50 | 3040 | 0.504 | 36.8
detailed placement | 2.52 | 3040 | 0.506 | 36.8
CTS | 2.31 | 3080 | 0.635 | 37.3
global route | 2.18 | 3080 | 0.682 | 37.3
finish | 2.36 | 3080 | 0.628 | 37.3
## cell type report
type | count | area share [%]
multi-input combinational | 202 | 49.0
sequential | 27 | 22.8
timing repair buffer | 63 | 20.4
tap | 105 | 4.26
inverter | 17 | 2.07
clock buffer | 4 | 1.46
## cell families after synthesis
logic type,count (synthesis)
other,2
and+or+nand+nor,90
buffers and inverters,60
AOI/OAI and AO/OA,55
xor gates and xnor gates,20
adders and majority gates,24
DFF,27
muxes,3
## placed cells by master, fill, tap and decap left out, types with 8 or more instances in the layout
cell type / synthesis / final
clkdlybuf4s50_1: 0 / 62
ha_1: 22 / 22
nor2_1: 20 / 20
inv_1: 17 / 17
dfrtp_1: 15 / 15
nand2_1: 13 / 13
o21ai_0: 13 / 13
xnor2_1: 11 / 11
conb_1: 2 / 10
dfstp_2: 9 / 9
xor2_1: 9 / 9
a21oi_1: 8 / 8
nor3_1: 8 / 8
## registers in the layout (all words and copies together), names as in the netlist
register	count
Ball_X_Motion	2
HeroX_Motion	2
Ball_Y_Pos	10
Ball_X_Pos	10
Ball_Y_Motion	2
HeroX_Motion_Sign	1
## power breakdown
group | total (mW) | switching [mW] | internal (mW)
Sequential | 0.293 | 0.0474 | 0.246
Combinational | 0.210 | 0.0852 | 0.125
Clock | 0.125 | 0.0689 | 0.0561
## per-layer routing
| layer | GRT usage, % | routed length [microns] | up-vias |
|---|---|---|---|
| met5 | 0 | 0 | - |
| met4 | 1.14 | 63 | 0 |
| met3 | 0.490 | 184 | 5 |
| met2 | 18.9 | 2260 | 59 |
| met1 | 19.1 | 2570 | 919 |
| li1 | - | - | 1032 |
## final timing paths
check                                             to  slack [ns]  cells past startpoint
max                                 HeroX_Motion[16]        2.36                      1
max reg2reg                HeroX_Motion[0]$_DFFE_PP_        2.52                      7
min                          Ball_Y_Pos[0]$_DFF_PP0_        0.51                      1
min reg2reg                  Ball_Y_Pos[0]$_DFF_PP0_        0.51                      1
max in group asynchronous    Ball_Y_Pos[8]$_DFF_PP1_        3.51                      3
min in group asynchronous    Ball_X_Pos[7]$_DFF_PP0_        1.00                      2
No activity file was given, so power comes from the tool's default toggle rates.
