$ cat /design/flow/config.mk
export PLATFORM = sky130hd
export DESIGN_NAME = life_counter
export DESIGN_NICKNAME = life_counter
export VERILOG_FILES = /design/flow/design.v
export SDC_FILE = /design/flow/constraint.sdc
export NUM_CORES = 4
export LEC_CHECK = 1
export CORE_AREA = 10 10 79 79
export DIE_AREA = 0 0 89 89
$ cat /design/flow/constraint.sdc
current_design life_counter

set clk_period 2.7
set clk_io_pct 0.2

create_clock -name clk0 -period $clk_period [get_ports {Clk}]

set non_clock_inputs [all_inputs -no_clocks]
set_input_delay [expr $clk_period * $clk_io_pct] -clock clk0 $non_clock_inputs
set_output_delay [expr $clk_period * $clk_io_pct] -clock clk0 [all_outputs]
$ cat /design/flow/design.v
module   life_counter(input  logic Clk,
				  input  logic Reset, HitH, HitE,
              output logic [8:0] HealthH, HealthE);
	 int HeroHealth,EnemyHealth;
	 assign HealthH = HeroHealth;
	 assign HealthE = EnemyHealth;
    always_ff @ (posedge Clk)
    begin
		if(Reset)
			begin
				HeroHealth <= 0;
				EnemyHealth <= 0;
			end
		else
			HeroHealth <= HeroHealth+HitH;
			EnemyHealth <= HeroHealth+HitE;
    end
endmodule
$ cat /design/flow/run.sh
#!/bin/bash
# OpenROAD 26Q1-2900-gdf79404cd8, Yosys 0.63+post, stock flow scripts
make -C /OpenROAD-flow-scripts/flow DESIGN_CONFIG=/design/flow/config.mk WORK_HOME=/design/flow/orfs finish
==> deck_impl_summary.md <==
Physical Implementation Snapshot

Outcome
  • Status: completed

CTS
  • TritonCTS Sinks: 18
  • Post-cts resize count: 0
  • H-tree depth: 1
  • Setup bufs post-CTS: 0
  • CTS buffer count: 3
  • Worst skew pair latency: 0.25 ns
  • Hold-fix buffers at CTS: 0
  • Clock Pin Slew Worst Setup and Hold Paths: 0.07 ns
  • CTS tree: built
  • CTS Root Cell: clkbuf_8
  • Clock Path Buffers: 2

Yosys
  • Yosys stat area: 682 µm²
  • Top area contributor share: 52.8%
  • Synth Seq Share: 52.8%
  • Unique masters post-synth: 16
  • Count leader, synth: dfxtp_1
  • Synthesized area: 682 µm²
  • XORs/XNORs by Area: 14.1%
  • Synth Flop Type: dfxtp_1
  • # Cells Yosys: 67
  • Post-synth EDFFs: 0
  • Yosys adder share: 7.34%
  • Cell area leaders: dfxtp_1 (53%), xor2_1 (9.0%), ha_1 (7.3%)
  • Basic Gates by Area: 16.5%
  • Dominant kind of combinational cell: simple AND/OR/NAND/NOR gates
  • AO/OA Area Share: 5.87%
  • Yosys Warn Count: 1
  • Area leader, netlist: dfxtp_1
  • Avg Cell Area, Syn: 10.2 µm²
  • Post-Syn Instances: 67
  • #FFs+latches synth: 18
  • Mux share: 0%
  • Most frequent cells after synthesis: dfxtp_1 (18), nor2_1 (8), xor2_1 (7)
  • Async SR Flop Fraction: 0%

Floorplanning
  • Initial Utilization: 14.6%
  • Total I/O pin count: 22
  • Core Region: 4660 µm²
  • Die y size: 89 µm
  • Die Span X: 89 µm
  • FP Rows: 25
  • Chip area: 7920 µm²

Global route
  • Vias in the first global route: 490
  • First-pass GRT wire length: 2.42 mm
  • Remaining Overflow, GRT: 0
  • Initial antenna violation count: 0
  • GRT Util Overall: 3.74%
  • Pin count of the biggest net entering global routing: 11

Layout
  • MI comb area: 299 µm²
  • Final instance area: 996 µm²
  • Layout Utilization: 21.4%
  • Post-route non-filler standard cell count: 143
  • Syn-to-layout area delta: 46.1%
  • Fillers: 500
  • Flop area: 360 µm²
  • Layout cells sized above 1: 5.62%

Power and ir drop
  • Post-route total power: 526 µW
  • Static Leak: 0.000379 µW
  • P per Cell Area: 528 nW/µm²
  • Peak supply drop: 0.178 mV

Worst hold path
  • Min-Delay Path Class: reg -> reg
  • Worst Hold Depth: 1
  • HP Start: HeroHealth[8]
  • Hold EP: EnemyHealth[8]

Setup path
  • Worst R2R Setup Slack: 1.34 ns
  • Crit-path max cell delay: 0.55 ns
  • Worst r2r path cells: 4
  • CP Launch Type: register
  • R2R Path Start: HeroHealth[0]
  • Critical path cell sequence: clkdlybuf4s50_1
  • Critical Path RT: 2.16 ns
  • Worst path bufs/invs: 1
  • Critical Path End Type: output port
  • Critical path peak fanout: 7
  • FF-to-FF End: HeroHealth[5]
  • Top delay family on crit path: buffers and inverters
  • Slowest-stage cell, CP: clkdlybuf4s50_1
  • Critical path type: reg -> out
  • Crit path arrival time: 1.27 ns

Flow run
  • Total tool warning count: 26
  • Max-cap check violation count: 0

Final timing
  • RSZ-0062 raised after global routing: false
  • Rel. slew slack: 78.4%
  • FMAX: 551 MHz
  • Max-slew violation count: 0
  • Endpoints failing hold: 0
  • Minimum clock period: 1.81 ns
  • Setup Skew: 0.000952 ns
  • Period Utilization, post-route: 67.2%
  • Final setup fails: 0
  • Setup TNS: 0 ns
  • Slew @ Worst Pin: 0.324 ns

Detailed routing
  • WL per Instance: 10.7 µm
  • DRT antenna net count: 0
  • Max Used Layer: met4
  • Met3 WL: 154 µm
  • M1 wire length: 589 µm
  • Via count: 505
  • WL met2: 735 µm
  • DR vias/cell: 3.53
  • Routed wire length: 1.53 mm
  • First-pass DRT Iterations: 3
  • Iteration-0 DRC Markers: 35
  • ANT cells: 0
  • DRC: 0

Placed design
  • Placed cells: 139
  • Dpl cell area: 941 µm²
  • Gpl congestion: 0.731
  • IO buf count: 21
  • Dpl hpwl: 1.22 mm
==> area by class of cell <==
class                      instances  share of cell area, %
sequential                        18                   36.2
clock buffer                       4                   5.53
timing repair buffer              21                   21.1
inverter                           1                  0.377
tap                               54                   6.78
multi-input combinational         45                   30.0
==> stage by stage <==
stage          setup slack (ns)  hold slack (ns)
2_1_floorplan              1.33            0.439
3_3_place_gp              0.725            0.504
3_5_place_dp              0.721            0.494
4_1_cts                   0.866            0.502
5_1_grt                   0.810            0.520
6_report                  0.885            0.497
==> layer usage <==
metal / vias up / track usage [%]
met3: 2 / 1.38
met5: - / 0
met1: 224 / 4.10
met4: 0 / 1.30
met2: 11 / 6.52
li1: 268 / -
==> placed cells by master, fill, tap and decap left out, drive strengths merged <==
cell type      count
or3                4
xor2               7
ha                 4
nand4              3
nor2               8
o21ai              4
dfxtp             18
clkbuf             4
clkdlybuf4s50     21
xnor2              4
nor2b              1
nand3              3
inv                1
a21oi              4
nand2              3
==> power by group <==
part / internal (µW) / leakage (µW) / switching [µW] / total (µW)
registers: 274 / 0.000146 / 6.72 / 281
logic: 22.3 / 0.000204 / 8.08 / 30.4
clock network: 129 / 0.0000288 / 85.7 / 215
==> sequential cells by signal, summed over array words and instances (netlist names) <==
register	count
EnemyHealth	9
HeroHealth	9
==> logic make-up (layout without fill, tap and decap cells) <==
| logic type | count (synthesis) | count (layout) |
|---|---|---|
| AND-OR/OR-AND | 8 | 8 |
| XOR/XNOR | 11 | 11 |
| adder cells (fa/ha/maj) | 4 | 4 |
| buffers and inverters | 4 | 26 |
| flip-flops | 18 | 18 |
| AND/OR/NAND/NOR | 22 | 22 |
==> worst max-delay path by stage <==
| stage | from | endpoint | slack (ns) | cells past startpoint |
|---|---|---|---|---|
| 6_report | HeroHealth[3] | HealthH[3] | 0.89 | 1 |
| 5_1_grt | HeroHealth[3] | HealthH[3] | 0.81 | 1 |
| 4_1_cts | HeroHealth[3] | HealthH[3] | 0.87 | 1 |
No activity file was given, so power comes from the tool's default toggle rates.
