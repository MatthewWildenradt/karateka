`./design.v`:
```
module  enemy ( input Reset, frame_clk,
					input [7:0] keycode,
					input [6:0] EnemyS,
					input HeroX_Motion_Sign,
					input int HeroX_Motion,
               output [9:0]  BallX, BallY, BallS);
    logic [9:0] Ball_X_Pos, Ball_X_Motion, Ball_Y_Pos, Ball_Y_Motion, Ball_Size;
    parameter [9:0] Ball_X_Center= 540;   
    parameter [9:0] Ball_Y_Center= 380;   
    parameter [9:0] Ball_X_Min=0;        
    parameter [9:0] Ball_X_Max=639;      
    parameter [9:0] Ball_Y_Min=0;        
    parameter [9:0] Ball_Y_Max=479;      
    parameter [9:0] Ball_X_Step=1;       
    parameter [9:0] Ball_Y_Step=1;       
    assign Ball_Size = 30;   
    always_ff @ (posedge Reset or posedge frame_clk )
    begin: Move_Ball
        if (Reset)   
        begin 
            Ball_Y_Motion <= 10'd0;  
				Ball_X_Motion <= 10'd0;  
				Ball_Y_Pos <= Ball_Y_Center;
				Ball_X_Pos <= Ball_X_Center;
        end
        else 
        begin 
				 if ( (Ball_Y_Pos + Ball_Size) >= Ball_Y_Max )   
					  Ball_Y_Motion <= (~ (Ball_Y_Step) + 1'b1);   
				 else if ( (Ball_Y_Pos - Ball_Size) <= Ball_Y_Min )   
					  Ball_Y_Motion <= Ball_Y_Step;
				  else if ( (Ball_X_Pos + Ball_Size) >= Ball_X_Max )   
					  Ball_X_Motion <= (~ (Ball_X_Step) + 1'b1);   
				 else if ( (Ball_X_Pos - Ball_Size) <= Ball_X_Min )   
					  Ball_X_Motion <= Ball_X_Step;
				 else 
				 begin
					  Ball_Y_Motion <= Ball_Y_Motion;   
				 case (keycode)
						8'h04 : begin
								Ball_X_Motion <= -1; 
								Ball_Y_Motion<= 0;
							  end
						8'h07 : begin
								Ball_X_Motion <= 1; 
							   Ball_Y_Motion <= 0;
							  end
					default: begin
							  Ball_Y_Motion <= 0;
							  Ball_X_Motion <= 0;
							 end
			   endcase
				end
				 Ball_Y_Pos <= (Ball_Y_Pos + Ball_Y_Motion);   
				 if(HeroX_Motion_Sign)
					Ball_X_Pos <= (Ball_X_Pos + Ball_X_Motion + HeroX_Motion);
				 else 
					Ball_X_Pos <= (Ball_X_Pos + Ball_X_Motion - HeroX_Motion);
		end  
    end
    assign BallX = Ball_X_Pos;
    assign BallY = Ball_Y_Pos;
    assign BallS = Ball_Size;
endmodule
```
`./run.sh`:
```
#!/bin/bash
# OpenROAD 26Q1-2900-gdf79404cd8, Yosys 0.63+post, stock flow scripts
make -C /OpenROAD-flow-scripts/flow DESIGN_CONFIG=/design/flow/config.mk WORK_HOME=/design/flow/orfs finish
```
`./config.mk`:
```
export PLATFORM = sky130hd
export DESIGN_NAME = enemy
export DESIGN_NICKNAME = enemy
export VERILOG_FILES = /design/flow/design.v
export SDC_FILE = /design/flow/constraint.sdc
export NUM_CORES = 4
export LEC_CHECK = 1
export CORE_UTILIZATION = 40
```
`./constraint.sdc`:
```
current_design enemy

set clk_period 7.7
set clk_io_pct 0.2

create_clock -name clk0 -period $clk_period [get_ports {frame_clk}]

set non_clock_inputs [all_inputs -no_clocks]
set_input_delay [expr $clk_period * $clk_io_pct] -clock clk0 $non_clock_inputs
set_output_delay [expr $clk_period * $clk_io_pct] -clock clk0 [all_outputs]
```
==> Slide: Implementation Results <==
Key Metrics from the Run

Run status
  • Status: completed

Die
  • Row Count: 28
  • DIE HEIGHT: 81.24 um
  • Chip Width: 81.24 um
  • Top-Level Pins: 80
  • Die area: 6599 um2
  • Fp util: 41.92%
  • Placeable Area: 5991 um2

STA
  • Final period util: 55.56%
  • Max Slew Vio Count: 0
  • Final setup fails: 0
  • Hold Violations, Final: 0
  • Unrepaired setup endpoints after global routing: false
  • Post-route setup TNS: 0 ps
  • Setup Skew: 2.179 ps
  • Max frequency: 0.2337 GHz
  • Crit path time final: 4278 ps

Worst setup path
  • Worst-path maximum fanout: 4
  • WP buf/inv: 2
  • Crit start category: input pin
  • Cell family with most CP delay: AND-OR/OR-AND gates
  • Max incr delay on CP: 590 ps
  • CP required: 7890 ps
  • Crit path DAT: 4470 ps
  • CP max stage cell: clkdlybuf4s50_1
  • Crit. End Element: flip-flop
  • Cell repeated most along the worst path: ha_1
  • CP Class: in -> reg
  • Critical-path cell list: clkdlybuf4s50_1, inv_1, ha_1, mux2_2, ha_1, a21o_1, a211oi_1, nor2_1, o41ai_1, o21ai_0, xnor2_1

Power and ir drop
  • Combinational share of power: 73.2%
  • Part of the power in the clock network: 6.2%
  • Sw power: 540.7 uW
  • Reg power frac: 20.6%
  • Peak VDD IR: 0.2565 mV
  • Leakage power figure: 0.001294 uW
  • Switching share of power: 44.33%
  • Internal power: 679.0 uW
  • Pwr Density: 407.0 nW/um2

Detailed routing
  • DR vias: 2091
  • DRT antenna net count: 0
  • Routed length per placed instance: 12.31 um
  • Drt total wl: 5035 um
  • Initial drt markers: 33
  • DRC viols: 0
  • Via density per instance: 5.112
  • Number of diodes: 0
  • DRT Pass-1 Iters: 6

Min path
  • Hold Path Class: reg -> reg

Clock network
  • Clk latency of the worst-skew pair: 260 ps
  • CTS clk-pin slew, worst paths: 80 ps
  • Maximum buffer depth of the clock tree: 2
  • Clk sink count: 24
  • Number of setup buffers added after CTS: 0
  • CTS Buf Count: 3
  • CTS tree: built
  • Clk Tree Root Cell: clkbuf_8
  • H-tree depth: 1
  • # hold bufs at CTS: 0
  • Post-cts repair resize count: 0

Final layout
  • Area Overhead vs Synth: 19.33%
  • Layout cells sized above 1: 6.886%
  • Non-filler cells, final: 409
  • Design area: 2997 um2

Yosys
  • Cell area after synthesis: 2511 um2
  • Yosys cell types: 56
  • Avg Inst Size Synth: 8.571 um2
  • Flops after synth: 24
  • Ys flop type: dfrtp_1
  • Synth warnings: 1
  • Yosys top cell by area: ha_1
  • Synth Instances: 293
  • Async S/R FF share, synth: 100.0%
  • Register share after synthesis: 24.41%
  • Top post-synthesis cells by count: ha_1 (32), nor2_1 (31), inv_1 (22)
  • Top area contributor share: 15.94%
  • YS chip area: 2511 um2
  • Post-synth tally of flip-flops with integrated enable: 0
  • Cell with the most instances after synthesis: ha_1
  • Synth area leaders: ha_1 (16%), dfrtp_1 (14%), dfstp_2 (10%), xnor2_1 (7.3%), nor2_1 (4.6%)
  • Ys cells: 293

Place
  • Placed Area: 2952 um2
  • Placed cells: 405
  • DP HPWL: 4097 um
  • Final GP Congestion: 0.7738
  • I/O Buffers: 40

GRT
  • Total GRT Usage: 17.34%
  • Largest net degree at the start of global routing: 25
  • Grt ovf: 0
  • Initial antenna violation count: 0
  • First-pass GRT wire length: 8838 um
  • Vias in the first global route: 1956

Run
  • Tool Warnings: 56
  • Max-cap viol count: 0
[per-layer routing]
metal / GRT usage, % / vias up / share of wire [%] / wire (um)
met2: 31.26 / 44 / 50 / 2493
met3: 1.938 / 4 / 3.5 / 175
met1: 23.51 / 940 / 46 / 2317
met4: 1.429 / 0 / 0.97 / 49
met5: 0 / - / 0 / 0
li1: - / 1103 / - / -
[cells by family (layout without fill, tap and decap cells)]
logic type | after synthesis | in the layout | synth area share, %
AOI/OAI and AO/OA | 67 | 67 | 17.04
other | 2 | 10 | 0.2991
buffers and inverters | 34 | 67 | 6.925
and+or+nand+nor | 96 | 96 | 20.63
adders and majority gates | 35 | 35 | 18.34
xor gates and xnor gates | 33 | 33 | 11.51
DFF | 24 | 24 | 24.41
muxes | 2 | 2 | 0.8470
[power by group through the flow]
stage,clock [uW],combinational (uW),sequential (uW)
CTS,79.9,902,252
global route,84.8,1010,260
finish,75.8,892,251
[area by class of cell]
class | instances | area (um2)
repair buffers | 41 | 407.9
multi-input cells | 243 | 1754
inverters | 22 | 82.58
fillers | 560 | 2994
clock buffers | 4 | 45.04
flip-flops and latches | 24 | 613.1
well taps | 75 | 93.84
[worst reg2reg max path, delay by kind of cell (launching register included)]
kind / cells / cell delay [ps]
compound gates: 5 / 1240
xor+xnor: 2 / 320
fa+ha+maj: 2 / 680
buf+inv: 1 / 140
flops: 1 / 590
simple gates: 2 / 280
[path summary, 6_finish.rpt]
kind                                       start       endpoint  slack, ps  cells after the start
max in group asynchronous                  Reset  Ball_Y_Pos[2]       5790                      3
worst min register to register  Ball_Y_Motion[0]  Ball_Y_Pos[0]        510                      1
worst max-delay path             HeroX_Motion[0]  Ball_X_Pos[9]       3420                     11
worst max register to register  Ball_X_Motion[8]  Ball_X_Pos[9]       4380                     12
min in group asynchronous                  Reset  Ball_X_Pos[0]       1630                      3
worst min-delay path            Ball_Y_Motion[0]  Ball_Y_Pos[0]        510                      1
[cells in the final DEF (no fill, tap or decap), types with 3 or more instances in the layout]
master / instances
conb_1: 10
o21a_1: 3
nand2_1: 15
ha_1: 32
a21boi_0: 3
a21oi_1: 18
o21ai_0: 14
nor4_1: 3
a21o_1: 3
dfstp_2: 10
clkbuf_8: 3
xnor2_1: 21
inv_1: 22
dfrtp_1: 14
and2_1: 5
nor2b_1: 7
clkdlybuf4s50_1: 40
nor3_1: 10
nor2_1: 31
nand3b_1: 3
a211oi_1: 4
xor2_1: 12
fa_1: 3
o21ai_1: 5
[through the flow]
step / setup slack, ps / util (%) / power (uW) / hold slack (ps)
after floorplan: 4101 / - / 933.5 / 466.0
after global placement: 3114 / 49.27 / 1139 / 479.0
after detailed placement: 3113 / 49.27 / 1149 / 489.6
after CTS: 3386 / 50.02 / 1234 / 510.0
after global routing: 3227 / 50.02 / 1359 / 525.8
final: 3422 / 50.02 / 1220 / 505.7
[state kept, by name, indices dropped and copies added, names as in the netlist]
register / count
Ball_X_Motion: 2
Ball_Y_Motion: 2
Ball_X_Pos: 10
Ball_Y_Pos: 10
Power is estimated from default activity; no workload was simulated.
